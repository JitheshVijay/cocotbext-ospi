## /design/flow/run.sh

```bash
#!/bin/bash
# OpenROAD 26Q1-2900-gdf79404cd8, Yosys 0.63+post, stock flow scripts
make -C /OpenROAD-flow-scripts/flow DESIGN_CONFIG=/design/flow/config.mk WORK_HOME=/design/flow/orfs finish
```

## /design/flow/config.mk

```make
export PLATFORM = sky130hd
export DESIGN_NAME = ospi_flash
export DESIGN_NICKNAME = ospi_flash
export VERILOG_FILES = /design/flow/design.v
export SDC_FILE = /design/flow/constraint.sdc
export NUM_CORES = 4
export LEC_CHECK = 1
export CORE_UTILIZATION = 40
```

## /design/flow/constraint.sdc

```tcl
current_design ospi_flash

set clk_period 114.2
set clk_io_pct 0.2

create_clock -name clk0 -period $clk_period [get_ports {clk}]

set non_clock_inputs [all_inputs -no_clocks]
set_input_delay [expr $clk_period * $clk_io_pct] -clock clk0 $non_clock_inputs
set_output_delay [expr $clk_period * $clk_io_pct] -clock clk0 [all_outputs]
```

## /design/flow/design.v

```verilog
module ospi_flash(
    input wire clk,
    input wire OSPI_CLK,
    inout wire [7:0] OSPI_IO,
    input wire OSPI_CS,
    input wire reset_n,
    input wire write_enable,
    input wire read_enable,
    input wire erase_enable,
    input wire [7:0] data_in,
    input wire [23:0] address,
    output reg [7:0] data_out,
    input wire HOLD_N,
    input wire [1:0] mode 
);
    reg [7:0] memory [0:255];
    reg hold_active;  
    reg [7:0] ospi_io_out;  
    always @(posedge clk or negedge reset_n) begin
        if (!reset_n) begin
            data_out <= 8'hFF;  
            hold_active <= 1'b0;  
        end else begin
            if (!HOLD_N) begin
                hold_active <= 1'b1;  
            end else begin
                hold_active <= 1'b0;  
            end
            if (!hold_active) begin
                if (write_enable && !OSPI_CS) begin
                    memory[address] <= data_in;  
                end
                if (read_enable && !OSPI_CS) begin
                    data_out <= memory[address];  
                end
                if (erase_enable && !OSPI_CS) begin
                    memory[address] <= 8'hFF;  
                end
            end
        end
    end
    always @(*) begin
        if (!hold_active && read_enable && !OSPI_CS) begin
            case (mode)
                2'b00: begin  
                    ospi_io_out = memory[address];
                end
                2'b01: begin  
                    ospi_io_out[7:4] = memory[address][3:0];  
                    ospi_io_out[3:0] = memory[address][7:4];
                end
                2'b10: begin  
                    ospi_io_out[7:6] = memory[address][1:0];  
                    ospi_io_out[5:4] = memory[address][3:2];
                    ospi_io_out[3:2] = memory[address][5:4];
                    ospi_io_out[1:0] = memory[address][7:6];
                end
                2'b11: begin  
                    ospi_io_out = {memory[address][0], memory[address][1], memory[address][2], memory[address][3], memory[address][4], memory[address][5], memory[address][6], memory[address][7]};
                end
                default: begin
                    ospi_io_out = 8'bz;
                end
            endcase
        end else begin
            ospi_io_out = 8'bz;
        end
    end
    assign OSPI_IO = (OSPI_CS || hold_active) ? 8'bz : ospi_io_out;
endmodule
```

==> out/results.txt <==
Clock tree buffer depth -> 3
Most frequent logic cell in the layout -> sky130_fd_sc_hd__nor2_1
Number of cell instances after yosys synthesis -> 9,639
Aggregate global-route resource usage -> 0.6542
Placed instance area -> 0.1090 mm2
Clock buffer count from CTS -> 234
Number of max-cap violations -> 2
Post-Synthesis Cell Area -> 0.09937 mm2
Violated checks -> max-capacitance violations, max-slew violations
Number of failing hold endpoints at the final stage -> 0
Tool warnings -> 75
Die Wd -> 500.4 um
Worst hold-check path type -> register to register
Critical path required time -> 91,360 ps
Detailed-route DRC error count -> 0
Worst-case clock skew -> 39.28 ps
Proportion of register bits with asynchronous set or reset after synthesis -> 0.004375
Post-detailed-route count of antenna-violating nets -> 0
Run status -> finished, violations left
Number of global-route vias before repair -> 96,840
Yosys Chip Area -> 0.09937 mm2
Post-Place Cells -> 13,170
Number of placement rows -> 182
Seq share, synth -> 0.6213
Endpoint arrival time on the critical path -> 30,070 ps
Hold path depth -> 2
Worst-case vdd ir drop -> 0.00001616 V
Detailed Route Iter0 Violations -> 15,320
Clock tree from TritonCTS -> built
Reg2Reg Launch Point -> hold_active
Area grow syn2layout -> 17.99%
Clk ins delay skew pair -> 950 ps
Resized Gates After CTS -> 0
Unique cell type count in the Yosys netlist -> 67
Number of top-level pins -> 58
Layout Cell Area excl Fill -> 0.1172 mm2
Antenna violations before repair -> 148
Number of vias per cell -> 7.559
Slew Limit Headroom -> -0.1981
Largest area contributor in the synthesized netlist -> sky130_fd_sc_hd__edfxtp_1
Routed vias -> 105,000
Kind of start point of the critical path -> input pin
R2R Setup Slk -> 108,220 ps
Final WL -> 767,500 um
Chip area -> 0.2504 mm2
Max Clock Freq -> 0.01890 GHz
Hold Path Sink -> memory[221][5]
Area leader share -> 0.6189
Core Area -> 0.2464 mm2
Die Span Y -> 500.4 um
CP Capture Type -> output port
Pin count of the biggest net entering global routing -> 124
Unrepaired setup endpoints after global routing -> no
Fill cell instance count of the final layout -> 22,190
Power per standard cell area -> 15.32 mW/mm2
Pin slew with the least headroom to its limit -> 1797 ps
Final setup viols -> 0
Per-cell routed wire length -> 55.24 um
Kind of critical path -> input pin to output port
Routability-driven placement congestion ratio -> 1.205
Number of max-slew violations in the final report -> 8
Number of synthesized register bits -> 2,057
Wire length of the first global-routing pass -> 975,000 um
Leak pwr -> 0.03935 uW
H-tree lvl count -> 4
Shortest period the worst path allows -> 52,910 ps
Post-synth tally of flip-flops with integrated enable -> 2,048
Final worst-path cycle share -> 0.4633
Final global-route overflow total -> 0
Setup tns final -> 0 ps
Worst reg2reg endpoint -> memory[30][0]
Worst-case reg-to-reg path depth -> 7
Yosys Warn Count -> 5
Worst-path maximum fanout -> 39
Clock sink count -> 2,057
Syn_area_per_cell -> 10.31 um2
First-pass iteration count of the detailed router -> 12
Layout cells sized above 1 -> 0.1466
Cell at the root of the clock tree -> sky130_fd_sc_hd__clkbuf_16
Clock Pin Slew Worst Setup and Hold Paths -> 60 ps
Most used cells in the layout excluding fill and tap cells -> 2,214 x sky130_fd_sc_hd__nor2_1, 2,048 x sky130_fd_sc_hd__edfxtp_1, 1,813 x sky130_fd_sc_hd__a21oi_1, 933 x sky130_fd_sc_hd__buf_4, 606 x sky130_fd_sc_hd__a22oi_1
Post-CTS setup buffer count -> 0
DP HPWL -> 530,900 um
Share of the core filled by cells before placement -> 0.4033
Post-Synthesis Cells -> 9,639
Count of non-filler cells in the finished layout -> 13,890
Number of port buffers -> 32
Commonest register cell after synthesis -> sky130_fd_sc_hd__edfxtp_1
Count of hold buffers inserted by post-cts repair -> 0
Hold_sp -> memory[221][5]
Top area cell types -> sky130_fd_sc_hd__edfxtp_1 62%, sky130_fd_sc_hd__a21oi_1 9.1%, sky130_fd_sc_hd__nor2_1 8.8%, sky130_fd_sc_hd__a22oi_1 4.6%, sky130_fd_sc_hd__o21ai_0 2.6%
## kinds of logic (layout without fill, tap and decap cells)
| family | after synthesis | count (layout) | share of synthesized area |
|---|---|---|---|
| buffers and inverters | 771 | 1426 | 0.03182 |
| AND/OR/NAND/NOR | 3508 | 3508 | 0.1533 |
| AND-OR/OR-AND | 3292 | 3292 | 0.1924 |
| other | 0 | 288 | 0 |
| multiplexers | 10 | 10 | 0.001108 |
| flip-flops | 2057 | 2057 | 0.6213 |
| XOR/XNOR | 1 | 1 | 0.00008816 |
## metrics by stage
stage / utilization / power, uW / setup WS, ps / hold slack (ps)
floorplan: - / 1011 / 37650 / 543.9
global placement: 0.4424 / 1022 / 62190 / 569.2
detailed placement: 0.4424 / 1024 / 62210 / 573.5
CTS: 0.4729 / 1774 / 62190 / 588.7
global route: 0.4747 / 1811 / 61820 / 611.8
finish: 0.4758 / 1796 / 61290 / 588.3
## synth_stat cells (7+ instances only)
master                      instances
sky130_fd_sc_hd__nor2_1          2331
sky130_fd_sc_hd__edfxtp_1        2048
sky130_fd_sc_hd__a21oi_1         1813
sky130_fd_sc_hd__a22oi_1          606
sky130_fd_sc_hd__clkbuf_1         567
sky130_fd_sc_hd__o21ai_0          524
sky130_fd_sc_hd__nand3_1          356
sky130_fd_sc_hd__nand2_1          289
sky130_fd_sc_hd__and3_1           171
sky130_fd_sc_hd__nand4_1          142
sky130_fd_sc_hd__buf_1            108
sky130_fd_sc_hd__o22ai_1           92
sky130_fd_sc_hd__buf_2             64
sky130_fd_sc_hd__a2111oi_0         57
sky130_fd_sc_hd__nor4_1            57
sky130_fd_sc_hd__a22o_1            55
sky130_fd_sc_hd__a222oi_1          52
sky130_fd_sc_hd__or4_1             35
sky130_fd_sc_hd__a221oi_1          26
sky130_fd_sc_hd__nor3_1            23
sky130_fd_sc_hd__buf_6             22
sky130_fd_sc_hd__o211ai_1          14
sky130_fd_sc_hd__nor4bb_1          13
sky130_fd_sc_hd__nand4bb_1         12
sky130_fd_sc_hd__o22a_1            11
sky130_fd_sc_hd__nand4b_1          10
sky130_fd_sc_hd__nor4b_1           10
sky130_fd_sc_hd__or4b_2             9
sky130_fd_sc_hd__a31oi_1            8
sky130_fd_sc_hd__and4_1             8
sky130_fd_sc_hd__and4b_1            8
sky130_fd_sc_hd__dfstp_2            8
sky130_fd_sc_hd__mux2_2             8
sky130_fd_sc_hd__o32a_1             7
## sequential cells by signal, indices dropped and copies added (netlist names)
name	count
hold_active	1
data_out	8
memory	2048
## worst max-delay path by stage
stage / startpoint / endpoint / slack [ps] / cells past startpoint
6_report: address[7] / OSPI_IO[3] / 61290 / 15
5_1_grt: address[0] / OSPI_IO[2] / 61820 / 15
4_1_cts: address[7] / OSPI_IO[3] / 62190 / 15
## worst max-delay path, cell delays in order
cell and delay [ps]:
sky130_fd_sc_hd__buf_2 80, sky130_fd_sc_hd__buf_4 500, sky130_fd_sc_hd__nand4b_1 380, sky130_fd_sc_hd__buf_4 440, sky130_fd_sc_hd__buf_4 640, sky130_fd_sc_hd__nor2_1 240
sky130_fd_sc_hd__buf_4 330, sky130_fd_sc_hd__a22oi_1 1290, sky130_fd_sc_hd__nand4_1 470, sky130_fd_sc_hd__or4_1 780, sky130_fd_sc_hd__nor4_1 930, sky130_fd_sc_hd__buf_4 280
sky130_fd_sc_hd__a31oi_1 220, sky130_fd_sc_hd__a22o_1 300, sky130_fd_sc_hd__a211o_1 210
## per-layer routing
layer | GRT usage | part of all wire | up-vias
met5 | 0.4629 | 0.015 | -
met4 | 0.5776 | 0.12 | 250
met3 | 0.6222 | 0.22 | 4114
met2 | 0.7426 | 0.36 | 12600
met1 | 0.6418 | 0.28 | 50360
li1 | - | - | 37700
## where the power goes
| group | switching, uW | total (uW) | internal, uW |
|---|---|---|---|
| Sequential | 21.5 | 887 | 865 |
| Clock | 350 | 774 | 424 |
| Combinational | 105 | 136 | 30.5 |
## area by class of cell
type                    count  area, um2  share of cell area
clock buffers             279       6088             0.05193
well taps                3312       4144             0.03535
multi-input cells        6811      35380              0.3017
diodes                    288      720.7            0.006147
flip-flops and latches   2057      61730              0.5266
repair buffers            988       7745             0.06606
clock inverters           155       1418             0.01209
inverters                   4      15.01           0.0001281
Power is estimated from default activity; no workload was simulated.
